### /design/flow/run.sh
#!/bin/bash
# OpenROAD 26Q1-2900-gdf79404cd8, Yosys 0.63+post, stock flow scripts
make -C /OpenROAD-flow-scripts/flow DESIGN_CONFIG=/design/flow/config.mk WORK_HOME=/design/flow/orfs finish
### /design/flow/config.mk
export PLATFORM = sky130hd
export DESIGN_NAME = pwm
export DESIGN_NICKNAME = pwm
export VERILOG_FILES = /design/flow/design.v
export SDC_FILE = /design/flow/constraint.sdc
export NUM_CORES = 4
export LEC_CHECK = 1
export CORE_AREA = 10 10 93 93
export DIE_AREA = 0 0 103 103
export SYNTH_HDL_FRONTEND = slang
### /design/flow/constraint.sdc
current_design pwm

set clk_period 2.9
set clk_io_pct 0.2

create_clock -name clk0 -period $clk_period [get_ports {clk}]

set non_clock_inputs [all_inputs -no_clocks]
set_input_delay [expr $clk_period * $clk_io_pct] -clock clk0 $non_clock_inputs
set_output_delay [expr $clk_period * $clk_io_pct] -clock clk0 [all_outputs]
### /design/flow/design.v
`timescale 1ns / 1ps
module pwm #(
    parameter DATA_WIDTH = 8
)
(
    input  wire clk,
    input  wire rst,
    input  wire en,
    input  wire [DATA_WIDTH-1:0] prescale,
    input  wire [DATA_WIDTH-1:0] compare,
    output wire out
);
reg [DATA_WIDTH-1:0] prescale_counter_reg = 0;
reg [DATA_WIDTH-1:0] int_pwm_counter_reg  = 0;
reg [DATA_WIDTH-1:0] int_compare_reg      = 0;
enum reg {LOW, HIGH} pwm_state = LOW;
assign out = (pwm_state == HIGH);
always_ff @(posedge clk) begin : proc_pwm
    if (rst | !en) begin
        prescale_counter_reg <= 0;
        int_pwm_counter_reg <= 0;
        pwm_state <= LOW;
    end else begin
        prescale_counter_reg <= prescale_counter_reg + 1;
        if (prescale_counter_reg == (prescale >> 1)) begin
            prescale_counter_reg <= 1;
            pwm_state <= HIGH;
            int_pwm_counter_reg <= int_pwm_counter_reg + 1;
            if (int_pwm_counter_reg > int_compare_reg) begin
                pwm_state <= LOW;
            end
            if (int_pwm_counter_reg == 0) begin
                int_compare_reg <= compare;
            end
        end
    end
end
endmodule : pwm
==> summary.rpt <==
RUN METRICS
----------------------------------------------------
[Drt]
  Detailed Route Iter0 Violations ........................ 65
  Residual DRC ........................ 0
  Detailed-router iteration count before antenna repair ........................ 3
  Total Routed Length ........................ about 2500 um
  Average wire length per cell after detail routing ........................ around 11 um
  Antenna diode count ........................ 0
  Via count ........................ about 940
  Count of antenna-violating nets left after detailed routing ........................ 0
  Avg Vias per Cell ........................ slightly above 4

[Floorplan]
  Vertical die size ........................ 103 um
  Standard cell core area ........................ 6760 sq um
  Number of placement rows ........................ 30
  Horizontal extent of the die ........................ approximately 100 um
  Floorplan Utilization ........................ between 10% and 20%
  Die Size ........................ between 10000 and 15000 sq um
  Count of boundary I/O pins ........................ 20

[Synth]
  Post-synth regs ........................ 25
  Sequential area share after synthesis ........................ between 40 and 50%
  Average size of a mapped cell ........................ a little under 10 sq um
  Cells after synthesis ........................ between 100 and 150
  Chip area line of the yosys report ........................ 1290 sq um
  Yosys Warn Count ........................ 0
  Syn Std Cell Area ........................ ~1300 sq um
  Unique cell types ........................ 30
  Count of instantiated cells in the yosys netlist ........................ around 130

[Clock tree]
  Clock tree from TritonCTS ........................ yes
  Clock tree root buffer cell ........................ sky130_fd_sc_hd__clkbuf_8
  CTS Buffer Depth ........................ 2
  Count of buffers added by post-CTS timing repair for setup ........................ 0
  Num CTS Buffers ........................ 3
  Source-to-sink clock delay at the later pin of the worst-skew pair ........................ approximately 0.26 ns
  Cts repair resizes ........................ 0
  CTS HTree Levels ........................ 1
  Clock slew seen by the registers of the worst setup and hold paths ........................ approximately 0.08 ns
  Clock sink count ........................ 25
  Hold-fix buffer count after cts ........................ 0

[Placement]
  Placed instance count ........................ 227
  DP HPWL ........................ between 1500 and 2000 um
  Tally of buffers added on design ports ........................ 18
  Global placer's final weighted congestion ........................ roughly 0.8

[Final timing]
  Worst Tran Pin Value ........................ between 0.4 and 0.5 ns
  Endpoints failing setup ........................ 0
  Final-report max-slew violation count ........................ 0
  Number of hold violations in the final report ........................ 0
  Fmax ........................ around 460 MHz
  Setup tns final ........................ 0 ns
  Worst-case headroom to the max-slew limit ........................ between 70% and 80%
  Post-Route Skew ........................ roughly 0.0031 ns
  Final period demand of the worst path ........................ 2.19 ns
  Final hold slack ........................ ~0.52 ns
  Unrepaired setup endpoints after global routing ........................ no
  Final clock period utilization by the worst path ........................ between 70 and 80%

[Worst setup path]
  Required time at the worst-slack endpoint ........................ around 2.9 ns
  Arr. time, crit path ........................ approximately 2.2 ns
  Setup CP Type ........................ in2reg
  Critical path peak fanout ........................ 8
  Setup crit end kind ........................ register
  Nature of the critical path startpoint ........................ input port

[GRT]
  Global-route wire length before repair ........................ approximately 4000 um
  Number of antenna violations at the first check in global routing ........................ 0
  GRT Total Usage ........................ roughly 4.6%
  Vias in the first global route ........................ about 890
  Total congestion overflow after global routing ........................ 0
  Largest net degree at the start of global routing ........................ 14

[Layout]
  Post-layout utilization of the core ........................ 23.8%
  Area of the multi-input gates ........................ about 660 sq um
  Final cell count without fillers ........................ around 230
  Fillcell total ........................ around 720
  Storage cell area ........................ 581 sq um
  Area Growth Syn to Fin ........................ 24.5%
  Share of final-layout standard cells stronger than drive strength 1 ........................ roughly 7.3%

[Status]
  Status ........................ finished clean

[Job]
  Stage-log warning count ........................ 27
  Max-capacitance violation count ........................ 0

[Power]
  IR Drop Worst-Case VDD ........................ between 0.1 and 0.15 mV
  Pwr per Cell Area ........................ between 300 and 400 nW/um^2
  Standby leakage power ........................ between 0.6 and 0.7 nW
  Overall power consumption ........................ ~610 uW

[Min path]
  Worst hold path type ........................ reg2reg

----------------------------------------------------
==> placed cells by master, fill, tap and decap left out <==
| cell | n |
|---|---|
| sky130_fd_sc_hd__buf_4 | 1 |
| sky130_fd_sc_hd__edfxtp_1 | 8 |
| sky130_fd_sc_hd__dfxtp_1 | 17 |
| sky130_fd_sc_hd__and2_1 | 2 |
| sky130_fd_sc_hd__and3_2 | 1 |
| sky130_fd_sc_hd__or3_1 | 1 |
| sky130_fd_sc_hd__nand2b_1 | 2 |
| sky130_fd_sc_hd__nor4_2 | 2 |
| sky130_fd_sc_hd__and4_1 | 1 |
| sky130_fd_sc_hd__nand3_1 | 7 |
| sky130_fd_sc_hd__clkbuf_8 | 3 |
| sky130_fd_sc_hd__nor2_1 | 10 |
| sky130_fd_sc_hd__nor3_1 | 1 |
| sky130_fd_sc_hd__a31o_2 | 2 |
| sky130_fd_sc_hd__inv_1 | 9 |
| sky130_fd_sc_hd__a21oi_1 | 10 |
| sky130_fd_sc_hd__o21ai_0 | 3 |
| sky130_fd_sc_hd__clkbuf_1 | 1 |
| sky130_fd_sc_hd__nand2_1 | 9 |
| sky130_fd_sc_hd__xnor2_1 | 3 |
| sky130_fd_sc_hd__and3_1 | 3 |
| sky130_fd_sc_hd__nand4_1 | 6 |
| sky130_fd_sc_hd__xor2_1 | 12 |
| sky130_fd_sc_hd__clkdlybuf4s50_1 | 18 |
| sky130_fd_sc_hd__mux2i_1 | 2 |
| sky130_fd_sc_hd__and2b_2 | 1 |
| sky130_fd_sc_hd__o211ai_1 | 1 |
| sky130_fd_sc_hd__nor2b_1 | 1 |
| sky130_fd_sc_hd__ha_1 | 11 |
| sky130_fd_sc_hd__or2b_2 | 1 |
| sky130_fd_sc_hd__nor4b_1 | 1 |
| sky130_fd_sc_hd__o22a_1 | 1 |
==> through the flow <==
step           cell area (sq um)  setup WS, ns
3_5_place_dp                1560         0.414
2_1_floorplan               1290         0.887
6_report                    1610         0.714
3_3_place_gp                1560         0.393
5_1_grt                     1610         0.583
4_1_cts                     1610         0.703
==> area by class of cell <==
class,count,share of cell area [%]
inverter,9,2.10
multi-input combinational,94,41.1
tap,80,6.23
sequential,25,36.1
clock buffer,4,2.80
timing repair buffer,19,11.7
==> report_power, final <==
part	switching [mW]	total, mW	internal, mW
sequential	0.00247	0.364	0.362
combinational	0.0150	0.0419	0.0269
clock	0.103	0.202	0.0980
total	0.121	0.608	0.487
==> metal layers <==
layer  global-route usage, %  vias to the layer above  part of all wire [%]
met5                       0                        -                     0
met4                    1.60                        0                   3.0
met3                   0.677                        4                   2.5
met2                    8.04                        8                    48
met1                    5.65                      428                    46
li1                        -                      498                     -
==> final timing paths <==
kind	start	to	slack, ns	cells after the start
setup / recovery	prescale[3]	int_compare_reg[4]	0.71	6
hold / removal	int_pwm_counter_reg[1]	int_pwm_counter_reg[1]	0.52	2
setup reg to reg	prescale_counter_reg[2]	int_compare_reg[4]	1.05	5
hold reg to reg	int_pwm_counter_reg[1]	int_pwm_counter_reg[1]	0.52	2
==> synth_stat cells <==
library cell / n / area (sq um)
sky130_fd_sc_hd__dfxtp_1: 17 / 340
sky130_fd_sc_hd__xor2_1: 12 / 105
sky130_fd_sc_hd__ha_1: 11 / 138
sky130_fd_sc_hd__a21oi_1: 10 / 50.1
sky130_fd_sc_hd__nor2_1: 10 / 37.5
sky130_fd_sc_hd__inv_1: 9 / 33.8
sky130_fd_sc_hd__nand2_1: 9 / 33.8
sky130_fd_sc_hd__edfxtp_1: 8 / 240
sky130_fd_sc_hd__nand3_1: 7 / 35.0
sky130_fd_sc_hd__nand4_1: 6 / 37.5
sky130_fd_sc_hd__and3_1: 3 / 18.8
sky130_fd_sc_hd__o21ai_0: 3 / 15.0
sky130_fd_sc_hd__xnor2_1: 3 / 26.3
sky130_fd_sc_hd__a31o_2: 2 / 17.5
sky130_fd_sc_hd__and2_1: 2 / 12.5
sky130_fd_sc_hd__mux2i_1: 2 / 20.0
sky130_fd_sc_hd__nand2b_1: 2 / 12.5
sky130_fd_sc_hd__nor4_2: 2 / 25.0
sky130_fd_sc_hd__and2b_2: 1 / 8.76
sky130_fd_sc_hd__and3_2: 1 / 7.51
sky130_fd_sc_hd__and4_1: 1 / 8.76
sky130_fd_sc_hd__buf_2: 1 / 5.00
sky130_fd_sc_hd__buf_6: 1 / 11.3
sky130_fd_sc_hd__nor2b_1: 1 / 6.26
sky130_fd_sc_hd__nor3_1: 1 / 5.00
sky130_fd_sc_hd__nor4b_1: 1 / 8.76
sky130_fd_sc_hd__o211ai_1: 1 / 7.51
sky130_fd_sc_hd__o22a_1: 1 / 8.76
sky130_fd_sc_hd__or2b_2: 1 / 8.76
sky130_fd_sc_hd__or3_1: 1 / 6.26
==> logic make-up (layout without fill, tap and decap cells) <==
logic type / after synthesis / in the layout / synth area share, %
XOR/XNOR: 15 / 15 / 10.2
adder cells (fa/ha/maj): 11 / 11 / 10.7
buffers and inverters: 11 / 32 / 3.88
AND-OR/OR-AND: 17 / 17 / 7.66
flip-flops: 25 / 25 / 45.0
AND/OR/NAND/NOR: 49 / 49 / 21.1
multiplexers: 2 / 2 / 1.55
==> worst max-delay path, cell delays in order <==
cell and delay (ns):
sky130_fd_sc_hd__clkdlybuf4s50_1 0.41, sky130_fd_sc_hd__xor2_1 0.15, sky130_fd_sc_hd__nor4_2 0.45, sky130_fd_sc_hd__nand2_1 0.23
sky130_fd_sc_hd__nor2_1 0.16, sky130_fd_sc_hd__buf_4 0.18
No activity file was given, so power comes from the tool's default toggle rates.
