==> flow/design.v <==
`timescale 1ns / 1ps
module pwm_window #(
    parameter DATA_WIDTH = 8,
    parameter PADDING = 30
)
(
    input  wire clk,
    input  wire rst,
    input  wire en,
    input  wire [DATA_WIDTH-1:0] prescale,
    input  wire [DATA_WIDTH-1:0] compare,
    output wire window,
    output wire out
);
reg [DATA_WIDTH-1:0] prescale_counter_reg = 0;
reg [DATA_WIDTH-1:0] int_pwm_counter_reg  = 0;
reg [DATA_WIDTH-1:0] int_compare_reg      = 0;
enum reg {LOW, HIGH} pwm_state = LOW;
reg window_state = LOW;
assign out = (pwm_state == HIGH);
assign window = (window_state == HIGH);
always_ff @(posedge clk) begin : proc_pwm_window
    if (rst | !en) begin
        prescale_counter_reg <= 0;
        int_pwm_counter_reg <= 0;
        pwm_state <= LOW;
    end else begin
        prescale_counter_reg <= prescale_counter_reg + 1;
        if (prescale_counter_reg == (prescale >> 1)) begin
            prescale_counter_reg <= 1;
            pwm_state <= HIGH;
            int_pwm_counter_reg <= int_pwm_counter_reg + 1;
            if (int_pwm_counter_reg > int_compare_reg) begin
                pwm_state <= LOW;
            end
            window_state <= LOW;
            if ((int_pwm_counter_reg >= PADDING) && (int_pwm_counter_reg <= int_compare_reg - PADDING) && (int_compare_reg > PADDING*2)) begin
                window_state <= HIGH;
            end
            if (int_pwm_counter_reg == 0) begin
                int_compare_reg <= compare;
            end
        end
    end
end
endmodule : pwm_window
==> flow/run.sh <==
#!/bin/bash
# OpenROAD 26Q1-2900-gdf79404cd8, Yosys 0.63+post, stock flow scripts
make -C /OpenROAD-flow-scripts/flow DESIGN_CONFIG=/design/flow/config.mk WORK_HOME=/design/flow/orfs finish
==> flow/config.mk <==
export PLATFORM = sky130hd
export DESIGN_NAME = pwm_window
export DESIGN_NICKNAME = pwm_window
export VERILOG_FILES = /design/flow/design.v
export SDC_FILE = /design/flow/constraint.sdc
export NUM_CORES = 4
export LEC_CHECK = 1
export CORE_AREA = 10 10 111 111
export DIE_AREA = 0 0 121 121
export SYNTH_HDL_FRONTEND = slang
==> flow/constraint.sdc <==
current_design pwm_window

set clk_period 2.3
set clk_io_pct 0.2

create_clock -name clk0 -period $clk_period [get_ports {clk}]

set non_clock_inputs [all_inputs -no_clocks]
set_input_delay [expr $clk_period * $clk_io_pct] -clock clk0 $non_clock_inputs
set_output_delay [expr $clk_period * $clk_io_pct] -clock clk0 [all_outputs]
==> run notes <==
flow finished, numbers: clock sinks=26, Global Route Usage Sum=4.42%, async set or reset register ratio after synthesis=0%, combinational cell fraction of total power=between 7 and 8%, # rows=36, fp util=about 16%, Die Ht=approximately 120 um, final worst slack=roughly 0.11 ns, Synth Seq Share=between 30% and 40%, number of global-route vias before repair=1,225, Post-DRT Antenna Nets=0, port bufs=19, area reported by Yosys stat=0.00159 mm^2, final period utilization=a little over nine tenths, post-DP HPWL=approximately 2700 um, slew margin rel.=77.8%, Internal=0.638 mW, Sw Share=between 20% and 30%, first-pass GRT wire length=roughly 5500 um, DRC=0, Mean Syn Cell Area=between 9 and 10 um^2, CTS tree=built, WL/cell=about 10 um, Pwr Total=roughly 0.8 mW, CTS H-tree depth=1, Hold Vio Cnt, Final=0, Final TNS setup=0 ns, Slew Limit Fails=0, clk root buf=clkbuf_8, Dominant flop cell=dfxtp_1, Power Density=~380 mW/mm^2, tool warnings=29, Post-Syn Area=between 0.0015 and 0.002 mm^2, vias=1,229, core area=~0.0099 mm^2, # Cells Yosys=between 150 and 200, Req. time, crit path=2.37 ns, Worst Path Arrival=2.27 ns, actual slew at the worst max-slew pin=between 0.3 and 0.4 ns, vias per cell=~3.7, clk buf depth=2, VDD IR-drop max=150 uV, Worst Setup End Kind=flip-flop, IO Pins=21, total congestion overflow=0, clock network fraction of design power=around a third, largest net degree at the start of global routing=15, CTS Buf Count=3, ANT cells=0, Final Critical Period=about 2.2 ns, power share of the sequential group=about 60%, max_cap viols=0, utilization after layout=a little over a fifth, EDFF count, synth=9, hold-fix buffers at CTS=0, count of final setup violators=0, Initial DRT Pass Iterations=4, RSZ-0062 raised after global routing=false, synth warn=0, Post-synth regs=26, Max Clock Freq=approximately 460 MHz, Cell Type Count=33, Area growth syn-to-layout=32.6%, Gate Count Post-Synth=166, Routed WL=3350 um, die width=roughly 120 um, crit start category=flip-flop, routability cong.=roughly 0.78, Leakage=0.841 nW, Clock Latency Late Sink=~0.27 ns, status=finished, final reports clean, HP Class=flip-flop to flip-flop, Top Layout Cells=nor2_1 (19), ha_1 (19), clkdlybuf4s50_1 (19), sw power=0.162 mW, Clock transition at path regs=roughly 0.09 ns, type of the worst setup path=flip-flop to flip-flop, initial antenna violation count=0, Layout Skew=about 0.010 ns, pre-CTS WS=-0.0513 ns, Min Hold Slack=0.508 ns, fraction of layout cells with a size suffix above 1=9.55%, Die ar.=0.0146 mm^2, CP max FO=3, number of DRC markers in iteration 0=37
Yosys cell counts (all sizes together), types with 3 or more instances:
master   n  area, um^2
a21o     3        22.5
nand3    8        40.0
xnor2   10        87.6
xor2    11        96.3
a21oi   10        50.1
ha      20         250
inv     11        41.3
nor2    19        71.3
edfxtp   9         270
nand4    4        31.3
dfxtp   17         340
o21ai    6        30.0
nand2    8        30.0
and3     7        43.8
per-layer routing:
| layer | part of all wire (%) | global-route usage [%] | vias up | wire (um) |
|---|---|---|---|---|
| met5 | 0 | 0 | - | 0 |
| met4 | 1.4 | 0.830 | 0 | 47 |
| met3 | 2.4 | 0.567 | 2 | 81 |
| met2 | 52 | 7.86 | 10 | 1730 |
| met1 | 45 | 5.62 | 561 | 1490 |
| li1 | - | - | 656 | - |
path summary, 6_finish.rpt:
path,start,to,slack [ns],cells past startpoint
max,int_compare_reg[2]$_DFFE_PP_,window$_DFFE_PP_,0.11,10
min,prescale_counter_reg[0]$_SDFF_PP0_,prescale_counter_reg[0]$_SDFF_PP0_,0.51,1
max reg2reg,int_compare_reg[2]$_DFFE_PP_,window$_DFFE_PP_,0.11,10
min reg2reg,prescale_counter_reg[0]$_SDFF_PP0_,prescale_counter_reg[0]$_SDFF_PP0_,0.51,1
per-stage QoR:
stage | area [um^2] | cells
5_1_grt | 2100 | 332
6_report | 2100 | 332
3_3_place_gp | 2020 | 326
3_5_place_dp | 2020 | 326
2_1_floorplan | 1590 | 166
4_1_cts | 2060 | 330
worst max-delay path: stages (launching register included):
cell and delay (ns):
edfxtp_1 0.42, ha_4 0.16, nand3_2 0.09, and3_1 0.21
xnor2_1 0.13, ha_1 0.32, nand2_1 0.07, nor2_1 0.04
a211oi_1 0.17, o21ai_0 0.12, a222oi_1 0.27
final cells by class:
class / count / area, um^2
Fill cell: 1042 / 7760
Multi-Input combinational cell: 128 / 956
Sequential cell: 26 / 611
Timing Repair Buffer: 30 / 285
Tap cell: 133 / 166
Clock buffer: 4 / 45.0
Inverter: 11 / 41.3
cell families after synthesis:
kind of cell	share of synthesized area (%)
buffers and inverters	2.84
muxes	1.26
adders and majority gates	15.8
DFF	38.5
and+or+nand+nor	19.2
AOI/OAI and AO/OA	10.8
xor gates and xnor gates	11.6
power by group through the flow:
stage	Clock [mW]	Sequential (mW)	Combinational, mW
after CTS	0.278	0.478	0.0624
after global routing	0.299	0.478	0.0673
final	0.261	0.478	0.0614
what timing repair did:
action,in CTS,in global routing
resized,0,4
buffers inserted,0,2
endpoints found under the hold margin,0,0
endpoints found under the setup margin,0,1
No activity file was given, so power comes from the tool's default toggle rates.
